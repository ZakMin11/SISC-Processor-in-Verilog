<file path="run.sh">
#!/bin/bash
# OpenROAD 26Q1-2900-gdf79404cd8, Yosys 0.63+post, stock flow scripts
make -C /OpenROAD-flow-scripts/flow DESIGN_CONFIG=/design/flow/config.mk WORK_HOME=/design/flow/orfs finish
</file>
<file path="design.v">
`timescale 1ns/100ps
module rf (clk, read_rega, read_regb, write_reg, write_data, rf_we, rsa, rsb);
  input  clk;
  input  [3:0]  read_rega;
  input  [3:0]  read_regb;
  input  [3:0]  write_reg;
  input  [31:0] write_data;
  input  rf_we;
  output [31:0] rsa;
  output [31:0] rsb;
  reg    [31:0] ram_array [15:0];
  reg    [31:0] rsa;
  reg    [31:0] rsb;
  integer i; 
  initial
  begin
     for (i = 0; i < 16; i = i + 1) begin
       ram_array[i] <= 32'H00000000;
	 end
     rsa <= 32'H00000000;
     rsb <= 32'H00000000;
  end
  always @(posedge clk)
  begin
    if (read_rega == 4'H0)
      rsa <= 32'H00000000;
    else
      rsa <= ram_array[read_rega];
  end
  always @(posedge clk)
  begin
    if (read_regb == 4'H0)
      rsb <= 32'H00000000;
    else    
      rsb <= ram_array[read_regb];
  end
  always @(posedge clk)
  begin
    if (rf_we == 1'b1)
      ram_array[write_reg] <= write_data;
  end
endmodule
</file>
<file path="config.mk">
export PLATFORM = sky130hd
export DESIGN_NAME = rf
export DESIGN_NICKNAME = rf
export VERILOG_FILES = /design/flow/design.v
export SDC_FILE = /design/flow/constraint.sdc
export NUM_CORES = 4
export LEC_CHECK = 1
export CORE_UTILIZATION = 30
</file>
<file path="constraint.sdc">
current_design rf

set clk_period 5.9
set clk_io_pct 0.2

create_clock -name clk0 -period $clk_period [get_ports {clk}]

set non_clock_inputs [all_inputs -no_clocks]
set_input_delay [expr $clk_period * $clk_io_pct] -clock clk0 $non_clock_inputs
set_output_delay [expr $clk_period * $clk_io_pct] -clock clk0 [all_outputs]
</file>
==> flow_metrics.env <==
# physical design summary
export IMPL_status="finished, final reports clean"
export IMPL_drt_iter0_drc=563
export IMPL_gp_congestion=0.811
export IMPL_lay_top_count="edfxtp_1"
export IMPL_fmax_ghz=0.323
export IMPL_netlist_area_um2=23300
export IMPL_lay_top_cells="edfxtp_1, mux4_2, clkdlybuf4s50_1, dfxtp_1, a22o_1"
export IMPL_critical_path_max_fanout=21
export IMPL_yosys_most_used_dff="edfxtp_1"
export IMPL_rr_worst_depth=2
export IMPL_cts_setup_buffers=0
export IMPL_clock_sinks=545
export IMPL_cts_root_buf="clkbuf_16"
export IMPL_edf_count=481
export IMPL_worst_path_buf_inv=2
export IMPL_clk_pin_slew_ns=0.06
export IMPL_die_x_um=281
export IMPL_ir_drop_mv=0.206
export IMPL_synth_seq_share_pct=67.3
export IMPL_initial_utilization_pct=30.5
export IMPL_worst_setup_path_type="in2reg"
export IMPL_grt_max_degree=75
export IMPL_dp_hpwl_um=34300
export IMPL_routed_wl_um=58700
export IMPL_ant_nets=0
export IMPL_hold_start="ram_array[1][4]"
export IMPL_cts_htree_levels=2
export IMPL_min_period_ns=3.10
export IMPL_detail_route_first_pass_iterations=4
export IMPL_synthCells=1044
export IMPL_grt_pass1_wl_um=86500
export IMPL_setup_tns_ns=0
export IMPL_p_leak_uw=0.00864
export IMPL_setup_viol=0
export IMPL_boundaryPins=110
export IMPL_final_max_slew_viol_count=0
export IMPL_area_delta_synth_final_pct=18.0
export IMPL_power_density_nw_per_um2=316
export IMPL_rsz0062_at_grt="no"
export IMPL_cap_violations=0
export IMPL_fill_cells=6861
export IMPL_worst_setup_path_end_kind="flip-flop"
export IMPL_antenna_found_initial=2
export IMPL_cp_top_family="buffers and inverters"
export IMPL_tightest_slew_ns=0.884
export IMPL_post_drt_wl_per_cell_um=26.2
export IMPL_async_flop_share_pct=0
export IMPL_dieArea_um2=78900
export IMPL_cts_path_max_buffers=3
export IMPL_skew_ns=0.0169
export IMPL_cp_start_kind="input port"
export IMPL_cts_resized=0
export IMPL_die_h_um=281
export IMPL_core_area_um2=76500
export IMPL_yosys_area_um2=23300
export IMPL_vias=11600
export IMPL_ys_warnings_count=1
export IMPL_grt_pass1_vias=13300
export IMPL_whs_endpoint="rsb[4]"
export IMPL_ys_cells=1044
export IMPL_synth_distinct_cells=26
export IMPL_numSynthFlops=545
export IMPL_rows=101
export IMPL_crit_chain="clkdlybuf4s50_1 -> nand2b_1 -> nor2_4 -> buf_4"
export IMPL_clkLatencyLatePin_ns=0.62
export IMPL_hold_violations=0
export IMPL_routed_via_density=5.20
export IMPL_antenna_cells=0
export IMPL_drc=0
export IMPL_hp_class="reg2reg"
export IMPL_critPathArrivalTime_ns=3.35
export IMPL_finalPower_uw=8700
export IMPL_relSlewSlack_pct=41.1
export IMPL_avgSynthCellArea_um2=22.4
export IMPL_finalCritPeriodShare_pct=52.5
export IMPL_reg2reg_slack_ns=4.33
export IMPL_slowest_delay_ns=0.59
export IMPL_slowest_stage="nor2_4"
export IMPL_cp_data_required_time_ns=6.15
export IMPL_grtUsageTotal_pct=16.3
export IMPL_timing_hold_ws_ns=0.714
export IMPL_holdPathStages=2
export IMPL_port_buffers=109
export IMPL_tritoncts="yes"
export IMPL_ctsHoldBuffers=0
export IMPL_grt_remaining_overflow=0
export IMPL_r2r_end="rsa[10]"
export IMPL_cts_buffers=56
export IMPL_layout_drive_gt1_share_pct=35.1
export IMPL_r2r_start="ram_array[14][10]"
export IMPL_log_warning_count=25
state kept, by name (all words and copies together), names as in the netlist:
signal / cells
rsb: 32
rsa: 32
ram_array: 481
where the power goes:
part	switching [µW]	internal, µW
combinational	315	378
clock	1500	2130
sequential	56.0	4320
worst reg2reg max path, cell delays in order, from the launching register on:
cell and delay (ns):
edfxtp_1 0.38, mux4_2 0.50, mux4_2 0.55
final cells by class:
cell class	instances	area (µm²)	area share, %
tap	1030	1290	4.68
sequential	545	15700	57.1
clock inverter	38	385	1.40
clock buffer	68	1510	5.47
timing repair buffer	141	1340	4.86
multi-input combinational	419	7320	26.5
cell families after synthesis:
family          share of synthesized area, %
buf+inv                                 1.83
simple gates                           0.648
compound gates                          2.55
mux                                     27.6
flops                                   67.3
per-layer routing:
| layer | GRT usage (%) | wire, µm | vias to the layer above |
|---|---|---|---|
| met5 | 0.688 | 57 | - |
| met3 | 10.9 | 8420 | 87 |
| li1 | - | - | 4835 |
| met2 | 26.1 | 29500 | 720 |
| met4 | 2.59 | 1170 | 4 |
| met1 | 18.7 | 19600 | 5998 |
how the worst max path moves through the flow:
stage	start	endpoint	slack [ns]	cells after the start
4_1_cts	write_reg[0]	ram_array[5][22]	2.83	4
5_1_grt	write_reg[0]	ram_array[15][10]	2.75	4
6_report	write_reg[1]	ram_array[5][23]	2.80	4
cell usage after synthesis, drive strengths merged (2+ instances only):
master | count | share of area, %
nor2b | 2 | 0.054
nor2 | 13 | 0.21
nand3 | 3 | 0.064
mux2 | 63 | 3.0
nor3 | 4 | 0.086
nand2b | 3 | 0.080
mux4 | 254 | 25
a22o | 62 | 2.3
a21oi | 4 | 0.086
edfxtp | 481 | 62
mux2i | 2 | 0.086
dfxtp | 64 | 5.5
buf | 47 | 1.3
clkbuf | 33 | 0.53
nand3b | 2 | 0.064
stage by stage:
step	instance area, µm²	instances	setup WS (ns)	util [%]
final	27600	2241	2.80	36.1
after global routing	27600	2241	2.75	36.1
after CTS	27600	2241	2.83	36.1
after detailed placement	25700	2135	2.18	33.6
after global placement	25700	2135	2.16	33.6
after floorplan	23300	1044	1.84	-
Power and IR drop assume default switching activity.
